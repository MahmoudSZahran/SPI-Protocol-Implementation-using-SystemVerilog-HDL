`./run.sh`:
```
#!/bin/bash
# OpenROAD 26Q1-2900-gdf79404cd8, Yosys 0.63+post, stock flow scripts
make -C /OpenROAD-flow-scripts/flow DESIGN_CONFIG=/design/flow/config.mk WORK_HOME=/design/flow/orfs finish
```
`./config.mk`:
```
export PLATFORM = sky130hd
export DESIGN_NAME = mstr_spi
export DESIGN_NICKNAME = mstr_spi
export VERILOG_FILES = /design/flow/design.v
export SDC_FILE = /design/flow/constraint.sdc
export NUM_CORES = 4
export LEC_CHECK = 1
export CORE_AREA = 10 10 86 86
export DIE_AREA = 0 0 96 96
```
`./constraint.sdc`:
```
current_design mstr_spi

set clk_period 2.3
set clk_io_pct 0.2

create_clock -name clk0 -period $clk_period [get_ports {clk}]

set non_clock_inputs [all_inputs -no_clocks]
set_input_delay [expr $clk_period * $clk_io_pct] -clock clk0 $non_clock_inputs
set_output_delay [expr $clk_period * $clk_io_pct] -clock clk0 [all_outputs]
```
`./design.v`:
```
`timescale 1ns/1ps
module mstr_spi
#(
    parameter BUS = 4,
              TICKS_PER_HALF = 2
)(
   input              clk,
   input  logic       arst_n,
   input  logic [1:0] mode,
   input  logic [BUS-1:0] tx_byte,
   input  logic           tx_vld,
   output logic [BUS-1:0] rx_byte,
   output logic           rx_vld,
   input  logic miso,
   output logic mosi,
   output logic sclk
);
localparam CNT_SZ = $clog2(TICKS_PER_HALF*2)-1;
logic [CNT_SZ:0] tick_crnt, tick_nxt;
logic [$clog2(BUS)-1:0] frame_r, frame_nxt; 
logic [BUS-1:0] tx_byte_nxt, tx_byte_r;
logic [BUS-1:0] rx_byte_nxt, rx_byte_r;
logic cpol, cpha;
logic spi_clk_mid, spi_clk_fin;
logic tx_bit;
typedef enum logic [1:0] {IDLE, CPHA_DL, LOW, HIGH} state_t;
state_t state_crnt;
state_t state_nxt;
assign cpha     = mode[0];
assign cpol     = mode[1];
assign rx_vld   = (state_crnt == IDLE);
always_ff @(posedge clk or negedge arst_n) begin
    if (!arst_n) begin
      state_crnt  <= IDLE;
      tick_crnt   <= 0;
      frame_r     <= 0;
      tx_byte_r   <= 0;
      rx_byte_r   <= 0;
    end
    else begin
      state_crnt <= state_nxt;
      tick_crnt  <= tick_nxt;
      frame_r    <= frame_nxt;
      tx_byte_r  <= tx_byte_nxt;
      rx_byte_r  <= rx_byte_nxt;
    end
end
always_comb begin
   state_nxt   = state_crnt;
   tick_nxt    = tick_crnt;
   frame_nxt   = frame_r;
   tx_byte_nxt = tx_byte_r;
   rx_byte_nxt = rx_byte_r;
   tx_bit      = 1'b0;
   case (state_crnt)
      IDLE: begin
         if (tx_vld) begin
            tx_byte_nxt = tx_byte;
            tick_nxt    = 0;
            frame_nxt   = 0;
            if (cpha) state_nxt = CPHA_DL;
            else      state_nxt = LOW;
         end
      end
      CPHA_DL: begin
         if (tick_crnt == (TICKS_PER_HALF - 1)) begin
            state_nxt  = LOW;
            tick_nxt   = 0;
         end
         else tick_nxt = tick_crnt + 1'b1;
      end
      LOW: begin
         if (tick_crnt == (TICKS_PER_HALF - 1)) begin
            state_nxt      = HIGH;
            tick_nxt       = 0;
            tx_bit         = tx_byte_r[BUS-1];
            tx_byte_nxt    = tx_byte_r << 1;
            rx_byte_nxt[0] = miso;
         end
         else tick_nxt     = tick_crnt + 1'b1;
      end
      HIGH: begin
         if (tick_crnt == (TICKS_PER_HALF - 1)) begin
            if (frame_nxt == (BUS -1)) state_nxt = IDLE;
            else begin
               state_nxt   = LOW;
               tick_nxt    = 0;
               rx_byte_nxt = rx_byte_r << 1;
               frame_nxt   = frame_r + 1'b1;
            end
         end
         else   tick_nxt = tick_crnt + 1'b1;
      end
   endcase
end
assign spi_clk_mid = ((state_nxt == HIGH) && !cpha) || ((state_nxt == LOW) && cpha);
assign spi_clk_fin = cpol ? !spi_clk_mid : spi_clk_mid;
assign sclk    = spi_clk_fin;
assign mosi    = tx_bit;
assign rx_byte = rx_vld ? rx_byte_r : 0;
endmodule
```
==> impl_results.rst <==
Physical design figures
=======================

.. list-table::
   :header-rows: 1

   * - Metric
     - Value
   * - Number of antenna violations at the first check in global routing
     - 0
   * - Post-synthesis cell count from yosys
     - 80
   * - Synth Flop Type
     - sky130_fd_sc_hd__dfrtp_1
   * - Residual DRC
     - 0
   * - Unrepaired setup endpoints after global routing
     - no
   * - Fraction of synthesis flops using an asynchronous set or reset pin
     - 100%
   * - Count of nets left with antenna violations after detail routing
     - 0
   * - Layout Cell Area excl Fill
     - 1200 µm²
   * - Leading cell types by total area after synthesis
     - sky130_fd_sc_hd__dfrtp_1, sky130_fd_sc_hd__mux2i_1, sky130_fd_sc_hd__mux2_2, sky130_fd_sc_hd__and2_1, sky130_fd_sc_hd__nand2_1
   * - Floorplan die width
     - 96 µm
   * - Worst Hold Class
     - reg2reg
   * - Detailed-route vias per instance
     - 3.60
   * - Run status
     - finished, final reports clean
   * - Timing-limited maximum frequency
     - 463 MHz
   * - Dominant comb cell
     - simple AND/OR/NAND/NOR gates
   * - Post-detailed-routing wire length
     - 1.87 mm
   * - Total power consumption of the routed design
     - 1.28 mW
   * - H-tree level count
     - 1
   * - Kind of start point of the critical path
     - flip-flop
   * - Largest net degree at the start of global routing
     - 17
   * - Standard cell core area
     - 5540 µm²
   * - Area share of the largest cell type after synthesis
     - 44.8%
   * - Antenna Diode Count
     - 0
   * - Commonest cells post-synth
     - sky130_fd_sc_hd__dfrtp_1, sky130_fd_sc_hd__nand2_1, sky130_fd_sc_hd__nor2_1, sky130_fd_sc_hd__mux2i_1
   * - Fraction of final layout cells with drive strength greater than 1
     - 25.0%
   * - Post-CTS setup buffer count
     - 0
   * - Cell area after placement
     - 1120 µm²
   * - Total via count in the routed design
     - 633
   * - # clock sinks
     - 16
   * - Number of CTS-inserted buffers
     - 3
   * - Total global routing overflow
     - 0
   * - Maximum fanout along the worst path
     - 4
   * - GRT Total Usage
     - approximately 4.4%
   * - Via count of the first global-routing pass
     - 655
   * - First-pass GRT wire length
     - roughly 3.2 mm
   * - Tightest slew margin relative to the limit
     - 51.1%
   * - Share of synthesized area occupied by flip-flops and latches
     - approximately 48%
   * - Area of the die
     - 9220 µm²
   * - Power density cells
     - 1070 nW/µm²
   * - Max-cap viol count
     - 0
   * - Synthesis Warnings
     - 1
   * - Met3 routed wirelength
     - 188 µm
   * - First-pass iteration count of the detailed router
     - 3
   * - Routability congestion estimate from global placement
     - 0.779
   * - Tcrit/Tclk final
     - 93.8%
   * - Clock transition at path regs
     - 70 ps
   * - Post-synth area from yosys stat
     - 838 µm²
   * - CTS tree
     - done
   * - Post-Syn Area
     - 838 µm²
   * - Standby leakage power
     - 0.529 nW
   * - Worst hold margin
     - 511 ps
   * - Synthesized area per cell
     - 10.5 µm²
   * - Maximum buffer depth of the clock tree
     - 2
   * - Clock tree skew after final layout
     - 5.97 ps
   * - Post-synthesis cell type with the largest combined area
     - sky130_fd_sc_hd__dfrtp_1
   * - Post-layout min period
     - 2160 ps
   * - XORs/XNORs by Area
     - under 10%
   * - Count of cell types in the netlist
     - 27
   * - Met2 routed WL
     - 781 µm
   * - Arrival time of data at the critical path endpoint
     - 1700 ps
   * - Hpwl dp
     - 1.45 mm
   * - Slew @ Worst Pin
     - 731 ps
   * - Max Slew Vio Count
     - 0
   * - Flops out of synthesis
     - 16
   * - Port buffer count
     - 16
   * - Initial core utilization
     - 15.1%
   * - Area share of and/or/nand/nor cells after synthesis
     - 20.1%
   * - Tool warning count
     - 25
   * - CTS Hold Buffers Added
     - 0
   * - Total routed wire length on the met1 layer
     - just under 900 µm
   * - Clock tree root buffer cell
     - sky130_fd_sc_hd__clkbuf_8
   * - Type of the worst setup path
     - reg2out
   * - Synth Instances
     - 80
   * - Worst setup EP type
     - primary output
   * - AND-OR/OR-AND share of the synthesized area
     - 11.0%
   * - Chip height
     - 96 µm
   * - Hold Violations, Final
     - 0
   * - Required arrival time at the worst endpoint
     - 1840 ps
   * - Adders+Majority by Area
     - under 10%
   * - Routed wire per std cell
     - 10.6 µm
   * - Row count
     - 27
   * - Post-synthesis mux area share
     - between 10 and 15%
   * - Worst ir drop on vdd
     - 0.298 mV
   * - Cell with the most instances after synthesis
     - sky130_fd_sc_hd__dfrtp_1
   * - Total of endpoints with negative setup slack in the final report
     - 0
   * - End-of-flow core utilization
     - between 20% and 30%
   * - Area growth, synth to finish
     - 43.0%
   * - Source-to-sink clock delay at the later pin of the worst-skew pair
     - 250 ps
   * - Number of DRC markers after the initial detailed-route iteration
     - 34
   * - Uppermost layer routed
     - met4
   * - Number of enable flip-flop cells
     - 0
   * - Top-level I/O count
     - 17
## sequential cells by signal, indices dropped and copies added (netlist names), named ones only
register    cells
rx_byte_r       4
tx_byte_r       4
state_crnt      3
frame_r         2
tick_crnt       2
## stage by stage
| step | cells | TNS (ps) | worst slack [ps] |
|---|---|---|---|
| final | 176 | 0 | 142 |
| after global routing | 176 | 0 | 24.9 |
| after CTS | 176 | 0 | 11.5 |
| after detailed placement | 172 | -65.1 | -65.1 |
| after global placement | 172 | -56.3 | -56.3 |
| after floorplan | 80 | 0 | 562 |
## final timing paths
| kind | start | end | slack [ps] | cells after the start |
|---|---|---|---|---|
| worst max-delay path | state_crnt[2] | sclk | 140 | 6 |
| worst min-delay path | tick_crnt[1] | tick_crnt[1] | 510 | 1 |
| worst max register to register | tick_crnt[1] | rx_byte_r[1] | 620 | 6 |
| worst min register to register | tick_crnt[1] | tick_crnt[1] | 510 | 1 |
| max in group asynchronous | arst_n | tx_byte_r[0] | 1190 | 1 |
| min in group asynchronous | arst_n | frame_r[1] | 640 | 1 |
## layout make-up
| type | count | area, µm² |
|---|---|---|
| inverter | 3 | 11.3 |
| timing repair buffer | 24 | 223 |
| clock buffer | 4 | 55.1 |
| fill | 614 | 4340 |
| multi-input combinational | 57 | 418 |
| sequential | 16 | 402 |
| tap | 72 | 90.1 |
## cells in the final DEF (no fill, tap or decap), types with 3 or more instances in the layout
master	n
sky130_fd_sc_hd__inv_1	3
sky130_fd_sc_hd__and2_1	5
sky130_fd_sc_hd__mux2_2	5
sky130_fd_sc_hd__mux2i_1	5
sky130_fd_sc_hd__nor2_1	6
sky130_fd_sc_hd__dfrtp_1	15
sky130_fd_sc_hd__a21oi_1	5
sky130_fd_sc_hd__nand2_1	8
sky130_fd_sc_hd__clkdlybuf4s50_1	14
sky130_fd_sc_hd__buf_4	8
sky130_fd_sc_hd__clkbuf_8	4
## power breakdown
group	total (mW)	switching [mW]	internal [mW]
Combinational	0.583	0.270	0.314
Clock	0.250	0.0976	0.152
Sequential	0.447	0.0587	0.388
## logic make-up after synthesis
group | Yosys count
simple gates | 31
compound gates | 13
buf+inv | 7
fa+ha+maj | 1
flops | 16
xor+xnor | 1
mux | 11
## worst max-delay path: stages, from the launching register on
cell and delay [ps]:
sky130_fd_sc_hd__dfrtp_1 410, sky130_fd_sc_hd__or2_4 270, sky130_fd_sc_hd__mux2i_2 180, sky130_fd_sc_hd__mux2i_1 200
sky130_fd_sc_hd__nand2_1 80, sky130_fd_sc_hd__xnor2_1 130, sky130_fd_sc_hd__clkdlybuf4s15_1 190
## what timing repair did
action                                  4_1_cts  5_1_grt
gates resized                                 4        4
endpoints found under the setup margin        2        1
hold endpoints to repair                      0        0
pin swaps                                     2        2
## routing by layer
metal / up-vias / global-route usage (%)
li1: 322 / -
met3: 4 / 2.44
met2: 13 / 6.11
met4: 0 / 0.491
met1: 294 / 6.11
met5: - / 0
Power is estimated from default activity; no workload was simulated.
